<file path="./design.v">
module RAW_RGB_BIN  (
input CLK , 
input RST_N , 
input [9:0] D0,
input [9:0] D1,
input X,
input Y,
output reg		[9:0]	R,
output reg		[9:0]	G, 
output reg		[9:0]	B,
output reg		rDVAL,
input DVAL
);
reg  [9:0]	rD0;
reg  [9:0]	rD1;
always@(posedge CLK or negedge RST_N)
begin
	if(!RST_N)
	begin
		R	<=	0;
		G	<=	0;
		B	<=	0;
		rD0<=	0;
		rD1<=	0;
		rDVAL	<=	0;
	end
	else
	begin
		rD0	<=	D0;
		rD1	<=	D1;
		rDVAL		<=	{Y |X }	?	1'b0	:	DVAL;
		if({Y ,X }     == 2'b10)
		begin
			R	<=	 D0;
			G	<=  (rD0+D1)/2;
			B	<=	 rD1;
		end	
		else if({Y ,X }== 2'b11)
		begin
			R	<=	rD0;
			G	<=	(D0+rD1)/2;
			B	<=	D1;
		end
		else if({Y ,X }== 2'b00)
		begin
			R	<=	D1;
			G	<=	(D0+rD1)/2;
			B	<=	rD0;
		end
		else if({Y ,X }== 2'b01)
		begin
			R	<=	rD1;
			G	<=	(rD0+D1)/2;
			B	<=	D0;
		end
	end
end
endmodule 
</file>
<file path="./run.sh">
#!/bin/bash
# OpenROAD 26Q1-2900-gdf79404cd8, Yosys 0.63+post, stock flow scripts
make -C /OpenROAD-flow-scripts/flow DESIGN_CONFIG=/design/flow/config.mk WORK_HOME=/design/flow/orfs finish
</file>
<file path="./constraint.sdc">
current_design RAW_RGB_BIN

set clk_period 5.0
set clk_io_pct 0.2

create_clock -name clk0 -period $clk_period [get_ports {CLK}]

set non_clock_inputs [all_inputs -no_clocks]
set_input_delay [expr $clk_period * $clk_io_pct] -clock clk0 $non_clock_inputs
set_output_delay [expr $clk_period * $clk_io_pct] -clock clk0 [all_outputs]
</file>
<file path="./config.mk">
export PLATFORM = sky130hd
export DESIGN_NAME = RAW_RGB_BIN
export DESIGN_NICKNAME = RAW_RGB_BIN
export VERILOG_FILES = /design/flow/design.v
export SDC_FILE = /design/flow/constraint.sdc
export NUM_CORES = 4
export LEC_CHECK = 1
export CORE_UTILIZATION = 50
</file>
==> reports/metrics.csv <==
metric,value,unit
netlist area before placement,0.00278,mm²
largest area contributor in the synthesized netlist,dfrtp_1,
Top Layout Cells,"clkdlybuf4s50_1 (54), dfrtp_1 (51), mux4_2 (20)",
Clock transition at path regs,0.09,ns
Log Warnings,26,
final setup TNS,0,ns
critical path arrival,2.98,ns
clock buffer depth,2,
crit-path max FO,5,
most common logic cell in the routed design,clkdlybuf4s50_1,
count of library flops with an enable pin,0,
Hold WC Path Type,reg2reg,
Top-area cell share,45.9,%
Area Growth Syn to Fin,25.1,%
initial detailed-routing violation count,98,
"FF+latch count, synth",51,
fill cell count,420,
CTS tree,yes,
Mean Syn Cell Area,12.8,µm²
H-tree depth,2,
vias in the first global route,1932,
crit path capture type,flop,
yosys stat chip area,0.00278,mm²
hpwl dp,3.92,mm
drt wl/cell,16.3,µm
Port Buf Inserts,55,
Late-Pin Clk Latency,0.30,ns
RePlAce Congestion,0.868,
Detailed Routing Iterations Pass 1,4,
Reg2Reg Setup Slack,3.01,ns
worst hold start,rD1[8]$_DFF_PN0_,
worst path cell trace,"clkdlybuf4s50_1, inv_1, fa_1, nor2b_4, o31ai_1, a21oi_1, xnor2_1, a211oi_1",
Post-synth ARST share,100,%
part of the cycle the worst path needs,55.8,%
worst setup path end,G[7]$_DFFE_PN0P_,
CP max stage delay,0.57,ns
Final Skew,0.00559,ns
post-synthesis cell type count,48,
maxcap violations,0,
design area,0.00348,mm²
PwrDens,278,mW/mm²
maximum number of pins on one net before global-route repair,52,
cell count after synthesis,217,
Setup Buffers After CTS,0,
adder share,9.55,%
Basic Gates by Area,8.51,%
first-pass GRT wire length,9.65,mm
register share after synthesis,45.9,%
end of the worst register-to-register path,G[5]$_DFFE_PN0P_,
number of cells in Yosys stat,217,
fmax,359,MHz
main flop type after synthesis,dfrtp_1,
cts bufs inserted,5,
worst vdd ir,174,µV
Top logic family,multiplexers,
Max Transition Viols Final,0,
mux share,17.3,%
grt total ovfl,0,
chip area,0.00586,mm²
clock root cell,clkbuf_8,
via count,1997,
Critical Path Source,D1[1],
layout cells sized above 1,13.1,%
crit path kind,in2reg,
"Hold-fix buffers, CTS",0,
initial antenna violation count,0,
CTS Sinks,51,
xor+xnor area frac,3.15,%
drt drc,0,
startpoint types,input pin,
Die X,76.5,µm
vias per cell,5.81,
Final min period,2.79,ns
die height,76.5,µm
synth warn,1,
Pleak,1.43,nW
I/O pin cnt,56,
core box area,0.00524,mm²
reg-to-reg startpoint,rD0[2]$_DFF_PN0_,
unrepaired setup endpoints after global routing,false,
Detailed Route WL,5.61,mm
Critical Path Slowest Stage Cell,clkdlybuf4s50_1,
ao+oa area frac,12.7,%
num rows,26,
n_diodes,0,
Setup-failing EPs final,0,
status,"complete, no violations",
Top cells by area,"dfrtp_1 (46%), mux4_2 (16%), ha_1 (8.1%), a21oi_1 (2.5%), a211oi_1 (1.9%)",
GRT Util Overall,22.2,%
CP required,5.19,ns
post-cts sizing count,0,
Reg2Reg Depth,6,
Area after DPL,0.00339,mm²
Worst Tran Pin Value,0.636,ns
Fin. Hold Viols,0,
FP Core Util,53.0,%
Final ANT Viol Nets,0,
relative slew slack,57.6,%
## worst max-delay path: cells and delay by family
family,cells,cell delay (ns)
xor gates and xnor gates,1,0.08
adders and majority gates,1,0.50
AOI/OAI and AO/OA,3,0.58
and+or+nand+nor,1,0.15
buffers and inverters,2,0.66
## sequential cells by signal, summed over array words and instances (netlist names)
| register | flops |
|---|---|
| B | 10 |
| G | 10 |
| rD0 | 10 |
| R | 10 |
| rDVAL | 1 |
| rD1 | 10 |
## routing by layer
metal / vias up / track usage (%) / share of wire [%]
met3: 8 / 5.72 / 5.4
li1: 946 / - / -
met4: 0 / 2.50 / 1.5
met2: 64 / 27.4 / 41
met5: - / 0 / 0
met1: 979 / 43.2 / 52
## how the worst min path moves through the flow
stage                              end  cells past startpoint
after global routing  R[8]$_DFFE_PN0P_                      1
final                 R[8]$_DFFE_PN0P_                      1
after CTS             R[8]$_DFFE_PN0P_                      1
## stage by stage
step / instances / hold slack, ns / setup WS (ns) / util [%] / total power [mW]
detailed placement: 336 / 0.607 / 1.93 / 64.8 / 0.742
global placement: 336 / 0.606 / 1.90 / 64.8 / 0.744
CTS: 344 / 0.632 / 2.23 / 66.4 / 0.975
global route: 344 / 0.640 / 2.00 / 66.4 / 1.02
finish: 344 / 0.622 / 2.21 / 66.4 / 0.965
floorplan: 217 / 0.584 / 2.52 / - / 0.610
## cell families after synthesis
family	Yosys count
DFF	51
AOI/OAI and AO/OA	51
muxes	23
adders and majority gates	20
and+or+nand+nor	44
xor gates and xnor gates	10
buffers and inverters	18
## layout make-up
class | count | area (µm²) | area share, %
sequential | 51 | 1280 | 36.7
clock buffer | 7 | 76.3 | 2.20
timing repair buffer | 60 | 583 | 16.8
inverter | 7 | 26.3 | 0.756
tap | 70 | 87.6 | 2.52
multi-input combinational | 148 | 1420 | 40.9
clock inverter | 1 | 5.00 | 0.144
## synthesized netlist by cell type (all sizes together), types with 2 or more instances
cell / instances
clkbuf: 3
nor2b: 3
buf: 8
a31o: 3
dfrtp: 51
mux4: 20
nand2: 7
fa: 2
o211ai: 2
a211oi: 7
inv: 7
nor3b: 2
a31oi: 2
xor2: 5
ha: 18
nand4: 3
nor2: 12
nor4: 2
nand3: 3
o21ai: 6
o21a: 5
or4: 2
xnor2: 5
nor3: 4
a21oi: 14
mux2i: 3
## power by group
group	total (mW)	switching, mW	leakage (nW)	internal [mW]
Sequential	0.472	0.0177	0.595	0.454
Clock	0.228	0.129	0.0422	0.0985
Combinational	0.265	0.109	0.792	0.156
Total	0.965	0.256	1.43	0.709
Power is estimated from default activity; no workload was simulated.
